==> run.sh <==
#!/bin/bash
# OpenROAD 26Q1-2900-gdf79404cd8, Yosys 0.63+post, stock flow scripts
make -C /OpenROAD-flow-scripts/flow DESIGN_CONFIG=/design/flow/config.mk WORK_HOME=/design/flow/orfs finish
==> constraint.sdc <==
current_design axi_stream_rgb2gray

set clk_period 2.4
set clk_io_pct 0.2

create_clock -name clk0 -period $clk_period [get_ports {clk_i}]

set non_clock_inputs [all_inputs -no_clocks]
set_input_delay [expr $clk_period * $clk_io_pct] -clock clk0 $non_clock_inputs
set_output_delay [expr $clk_period * $clk_io_pct] -clock clk0 [all_outputs]
==> config.mk <==
export PLATFORM = sky130hd
export DESIGN_NAME = axi_stream_rgb2gray
export DESIGN_NICKNAME = axi_stream_rgb2gray
export VERILOG_FILES = /design/flow/design.v
export SDC_FILE = /design/flow/constraint.sdc
export NUM_CORES = 4
export LEC_CHECK = 1
export CORE_UTILIZATION = 40
==> design.v <==
`default_nettype none
module axi_stream_rgb2gray
(
  input  wire         clk_i,
  input  wire         rst_n_i,
  input  wire         tvalid_i,
  output wire         tready_o,
  input  wire         tlast_i,
  input  wire [23:0]  tdata_i,
  output wire         tvalid_o,
  input  wire         tready_i,
  output wire         tlast_o,
  output wire [23:0]  tdata_o
);
  typedef enum logic [1:0] {Xsize, Ysize,IMdat} state_type;
  state_type state_reg, next_state;
  logic  [17:0] data_gray;
  logic  [23:0] tdata_reg;
  logic  [23:0] data_next;
  logic  [12:0] xsize;
  logic  [12:0] ysize;
  logic  [ 7:0] R;
  logic  [ 7:0] G;
  logic  [ 7:0] B;
  logic         tvalid_reg;
  logic         tlast_reg;
  logic         tready_reg;
  logic         imagsize;
  always_comb begin
    next_state = state_reg;
    case (state_reg)
      Xsize : if (tvalid_i) next_state = Ysize;
      Ysize : if (tvalid_i) next_state = IMdat;
      IMdat : if (tlast_i ) next_state = Xsize;
      default : next_state = Ysize;
    endcase
  end
  always_ff @(posedge clk_i or negedge rst_n_i) begin
    if (~rst_n_i) begin
      state_reg <= Xsize;
    end else begin
      state_reg <= next_state;
    end
  end
  assign R = tdata_i[7:0];
  assign G = tdata_i[15:8];
  assign B = tdata_i[23:16];
  always_ff @(posedge clk_i or negedge rst_n_i) begin
    if (~rst_n_i) begin
      tvalid_reg <= 0;
      tlast_reg  <= 0;
      tdata_reg  <= 0;
      tready_reg <= 0;
    end else begin
      tvalid_reg <= tvalid_i;
      tlast_reg  <= tlast_i;
      tdata_reg  <= data_next;
      tready_reg <= tready_i;
    end
  end
  assign data_gray = 76 * R + 151 * G + 28 * B;
  assign imagsize  = (state_reg == Xsize) | (state_reg == Ysize);
  assign data_next = imagsize ? tdata_i:{{16{1'b0}},data_gray[15:8] & {8{tvalid_i}}};
  assign tready_o = tready_reg;
  assign tdata_o  = tdata_reg;
  assign tvalid_o = tvalid_reg;
  assign tlast_o  = tlast_reg;
endmodule  
`default_nettype wire
==> impl_metrics.ini <==
; physical design summary
[floorplan]
dieArea_mm2 = 0.01005
coreArea_mm2 = 0.009284
initial_core_util_pct = 41.59
ios = 56
row_count = 35
die_h_um = 100.3
die_w_um = 100.3

[clock_network]
cts-hold-fix-buffers = 0
cts_tree = done
clk_pin_slew_worst_paths_ns = 0.07
cts_buffer_depth = 2
cts_max_level = 2
clkLatencyLatePin_ns = 0.28
clkSinkCount = 30
cts-root-buf = clkbuf_8
cts_buffers = 5

[sta]
fin_crit_sh_pct = 218.7
finClkSkew_ns = 0.004870
slew_violations = 0
maxSlewHeadroom_pct = 69.67
rsz0062_at_grt = yes
max_freq_mhz = 190.5
worst_slew_pin_slew_ns = 0.4533
finalCriticalPeriod_ns = 5.248
hold_viol_final = 0
setup-violations-final = 8
fin_ws_ns = -2.848

[global_route]
grt_pass1_vias = 3133
grt.total_usage_pct = 19.00
gr-total-overflow = 0
grt_max_degree = 31
grt_pass1_wl_um = 14480
antenna_found_initial = 0

[critical_path]
r2r_slack_ns = 0.90
endpoint = tdata_reg[7]
crit_fanout = 5
arrival_ns = 5.42
startpoint = tdata_i[1]
worstSetupEndpointType = flip-flop
cp.required_ns = 2.57
worst_r2r_endpoint = tdata_reg[6]
r2r_cells = 5
setup.worst_path.start_class = primary input
crit_type = primary input to flip-flop

[synthesis]
top_area_cell = fa_1
ys.flops = 30
yosys_cells = 392
topCellsByArea = fa_1, ha_1, dfrtp_1, inv_1, and2_1
synth_top_area_share_pct = 24.37
flop_cell = dfrtp_1
synthTopCellsByCount = inv_1, ha_1, fa_1, dfrtp_1, nand2_1
yosys_warnings = 1
async_flop_share_pct = 100.0
edf_count = 0
yosys.cell_count.top_type = inv_1
syn-cell-area_mm2 = 0.003861
avgSynthCellArea_um2 = 9.850
syn_inst = 392
yosys.cell_types.count = 43
yosys_area_mm2 = 0.003861
postSynthSeqShare_pct = 19.48

[status]
violations = setup timing
status = finished with violations

[finish]
largest_reg_flops = 24
drive_above_1_share_pct = 25.14
stdcell_area_mm2 = 0.005539
fin_util_pct = 59.66
areaGrowthSynthToFinish_pct = 43.45
num-fill-cells = 773

[detailed_routing]
num_antenna_cells = 0
drt-total-wl_um = 8218
wl_per_cell_um = 12.41
first_pass_iters = 5
viasPerCell = 4.668
drtIter0Drc = 43
antenna_left = 0
drc = 0
vias = 3090

[pwr]
power.internal_uw = 4892
p_per_area_mw_per_mm2 = 1576
swShare_pct = 43.95
cellLeakagePower_uw = 0.002799
p_switching_uw = 3836
pwr-share-clk_pct = 4.9
ir_drop_mv = 0.8752
combPwrFrac_pct = 87.2
p_seq_share_pct = 8.0

[worst_hold_path]
hold_path.class = flip-flop to flip-flop

[flow_run]
tool_warnings = 32
cap_violations = 0

[placed_design]
dp_hpwl_um = 7071
post_dp_cell_area_mm2 = 0.005225
io_buffers = 55
place_ws_ns = -3.690
gp_congestion = 0.9373
[per-layer routing]
layer / up-vias / share of wire (%) / global-route usage, %
li1: 1556 / - / -
met1: 1469 / 48 / 29.32
met2: 60 / 46 / 30.61
met3: 5 / 4.8 / 3.258
met4: 0 / 0.71 / 1.226
met5: - / 0 / 0
[cell usage in the layout, fill, tap and decap left out, types with 3 or more instances in the layout]
cell type        count
a211o_1              4
nand2b_1             3
xnor2_1              5
a32o_1               3
and3_1               3
a21oi_1              8
ha_1                57
o21ai_1              3
fa_1                46
a21o_1               6
ha_4                14
clkbuf_8             6
and2_1              13
xor2_1               8
inv_1               88
buf_4               77
dfrtp_1             29
inv_2                4
o21ai_2              4
clkdlybuf4s50_1     47
nor2_1              18
buf_6                7
o21ai_0              9
nand2_1             19
nor3_1               5
[worst min path at each step]
stage | endpoint | slack, ns | startpoint | cells past startpoint
finish | state_reg[0] | 0.50 | state_reg[1] | 2
global route | state_reg[0] | 0.53 | state_reg[1] | 2
CTS | state_reg[0] | 0.51 | state_reg[1] | 2
[critical path, cell delays in order]
cell	delay, ns
buf_8	0.11
ha_4	0.23
fa_1	0.48
ha_4	0.28
a21oi_4	0.15
xnor2_2	0.12
ha_1	0.25
ha_1	0.28
inv_1	0.04
fa_1	0.47
inv_1	0.05
fa_1	0.51
inv_2	0.04
fa_1	0.54
inv_2	0.05
ha_4	0.28
nand4_1	0.11
a221oi_2	0.29
nor3_2	0.09
or3_1	0.35
a32o_1	0.22
[power by group through the flow]
| stage | combinational, uW | sequential [uW] | clock, uW |
|---|---|---|---|
| CTS | 7240 | 698 | 439 |
| global route | 8590 | 710 | 464 |
| finish | 7610 | 695 | 424 |
[logic make-up (layout without fill, tap and decap cells)]
| family | after synthesis | in the layout | synth area share, % |
|---|---|---|---|
| DFF | 30 | 30 | 19.48 |
| buffers and inverters | 94 | 235 | 9.138 |
| adders and majority gates | 119 | 119 | 47.70 |
| and+or+nand+nor | 73 | 73 | 9.106 |
| AOI/OAI and AO/OA | 60 | 60 | 10.86 |
| xor gates and xnor gates | 14 | 14 | 3.176 |
| muxes | 2 | 2 | 0.5509 |
[metrics by stage]
stage / total power (uW) / TNS, ns / hold WS, ns / std cells
2_1_floorplan: 4960 / -21.33 / 0.1844 / 392
3_3_place_gp: 7153 / -27.65 / 0.4874 / 648
3_5_place_dp: 7205 / -28.16 / 0.4832 / 648
4_1_cts: 8379 / -21.84 / 0.5107 / 662
5_1_grt: 9759 / -23.39 / 0.5337 / 662
6_report: 8728 / -21.87 / 0.4985 / 662
[timing repair]
action,CTS,global route
setup endpoints to repair,8,8
pin swaps,31,0
gates cloned,0,0
buffers inserted,6,0
gates resized,63,7
[cell type report]
type	instances	area (um^2)	share of cell area [%]
clock buffers	6	82.58	1.491
clock inverters	2	12.51	0.2259
repair buffers	135	1165	21.03
well taps	129	161.4	2.914
multi-input cells	268	3020	54.53
inverters	92	345.3	6.234
flip-flops and latches	30	752.0	13.58
Power and IR drop assume default switching activity.
